--- flow/run.sh ---
#!/bin/bash
# OpenROAD 26Q1-2900-gdf79404cd8, Yosys 0.63+post, stock flow scripts
make -C /OpenROAD-flow-scripts/flow DESIGN_CONFIG=/design/flow/config.mk WORK_HOME=/design/flow/orfs finish
--- flow/config.mk ---
export PLATFORM = sky130hd
export DESIGN_NAME = machine_d
export DESIGN_NICKNAME = machine_d
export VERILOG_FILES = /design/flow/design.v
export SDC_FILE = /design/flow/constraint.sdc
export NUM_CORES = 4
export LEC_CHECK = 1
export CORE_AREA = 10 10 70 70
export DIE_AREA = 0 0 80 80
--- flow/constraint.sdc ---
current_design machine_d

set clk_period 1.5
set clk_io_pct 0.2

create_clock -name clk0 -period $clk_period [get_ports {clk}]

set non_clock_inputs [all_inputs -no_clocks]
set_input_delay [expr $clk_period * $clk_io_pct] -clock clk0 $non_clock_inputs
set_output_delay [expr $clk_period * $clk_io_pct] -clock clk0 [all_outputs]
--- flow/design.v ---
`timescale 1ns / 1ns
`timescale 1ns / 1ps
module dff (input d,  input rst,  input clk, output reg q);  
   always @(posedge clk or posedge rst) begin
      if (rst) q <= 1'b0;
      else q <= d;
   end
endmodule  
module machine_d(input x, input rst, input clk, output F);
    reg [2:0] prs_st = 3'b000;
    wire [2:0] next_st;
    dff D_A(
        .d( prs_st[2] | ( prs_st[1] & x ) ),
        .rst(rst),
        .clk(clk),
        .q(next_st[2])
    );
    dff D_B(
        .d( ( (~prs_st[2] & ~prs_st[1]) & x ) | (prs_st[1] & ~x ) ),
        .rst(rst),
        .clk(clk),
        .q(next_st[1])
    );
    dff D_C(
        .d( ~(prs_st[0] ^ x) ),
        .rst(rst),
        .clk(clk),
        .q(next_st[0])
    );
    always @(next_st or rst) begin
        if (rst) begin prs_st <= 3'b000; end
        else begin prs_st <= next_st; end
    end
    assign F = prs_st[2] & prs_st[0];
endmodule
==> results.sh <==
# flow metrics
export IMPL_worst_flop_to_flop_path_startpoint="D_C.q"
export IMPL_yosys_area_top_type_share_pct=58.25
export IMPL_drt_antenna_violating_nets=0
export IMPL_cts_made_buffers=3
export IMPL_status="finished clean"
export IMPL_worst_hold_slack_ns=0.06982
export IMPL_synth_adder_area_share_pct=0
export IMPL_logic_family="AND-OR/OR-AND gates"
export IMPL_avgRoutedWirePerCell_um=5.149
export IMPL_layout_filler_cells=408
export IMPL_setup_reg_to_reg_worst_slack_ns=0.52
export IMPL_core_area_um2=3416
export IMPL_detailed_place_area_um2=224.0
export IMPL_core_rowCount=21
export IMPL_final_cell_count_no_fill=67
export IMPL_place_detailed_instances=62
export IMPL_synthAoiAreaFrac_pct=16.50
export IMPL_synth_area_mux_share_pct=0
export IMPL_antenna_cells=0
export IMPL_totalWireLength_um=345
export IMPL_worst_ep_arrival_time_ns=1.12
export IMPL_synth_avg_cell_area_um2=10.74
export IMPL_grt_pass1_vias=135
export IMPL_detail_route_vias_per_cell=1.731
export IMPL_topCellsByArea="sky130_fd_sc_hd__dfrtp_1 58%, sky130_fd_sc_hd__a22o_1 6.8%, sky130_fd_sc_hd__xnor2_1 6.8%, sky130_fd_sc_hd__nor2_1 5.8%, sky130_fd_sc_hd__o21bai_1 5.8%"
export IMPL_holdBufCountCts=0
export IMPL_vdd_drop_max_v=0.00009910
export IMPL_drt_pass1_iterations=3
export IMPL_synth_top_cells_by_count="3 x sky130_fd_sc_hd__dfrtp_1, 2 x sky130_fd_sc_hd__nor2_1"
export IMPL_edff_count_synth=0
export IMPL_slew_violations=0
export IMPL_critPathLaunchType="register"
export IMPL_syn_inst=12
export IMPL_growth_of_design_area_from_synthesis_to_finish_pct=101.9
export IMPL_timing_clock_skew_ns=0.00004866
export IMPL_yosys_warnings=2
export IMPL_clock_sinks=3
export IMPL_max_cap_violations=0
export IMPL_detailedPlace_worstSlack_ns=-0.3746
export IMPL_warning_count=25
export IMPL_starting_density_pct=3.773
export IMPL_max_slew_margin_rel_pct=88.61
export IMPL_cts_reportedPaths_clkPinSlew_ns=0.04
export IMPL_stdcell_area_um2=260.3
export IMPL_powerDensity_nw_per_um2=1042
export IMPL_postSynth_asyncResetShare_pct=100.0
export IMPL_die_height_um=80
export IMPL_design_die_area_um2=6400
export IMPL_synthSimpleGateAreaFrac_pct=15.53
export IMPL_finalCoreUtilization_pct=7.619
export IMPL_tritoncts="built"
export IMPL_critical_path_required_ns=1.20
export IMPL_die_width_um=80
export IMPL_r2r_worst_path_cells=4
export IMPL_port_buffers=3
export IMPL_report_final_setup_viol=0
export IMPL_grt_setup_unrepaired="no"
export IMPL_synth_distinct_cells=9
export IMPL_layout_min_cycle_time_ns=1.416
export IMPL_finalPower_uw=271.1
export IMPL_antenna_found_initial=0
export IMPL_max_freq_mhz=706.1
export IMPL_ys_chip_area_um2=128.9
export IMPL_hold_violations=0
export IMPL_final_layout_size_suffix_gt1_share_pct=33.33
export IMPL_setup_total_negative_slack_ns=0
export IMPL_slew_at_the_pin_closest_to_its_max_slew_limit_ns=0.1703
export IMPL_synth_ff_latch_count=3
export IMPL_leakage_nw=0.1045
export IMPL_insertion_delay_ns=0.23
export IMPL_crit_reg2reg_capture="D_C.q"
export IMPL_globalRouteTotalUtil_pct=1.088
export IMPL_setup_ws_ns=0.08368
export IMPL_grt_max_degree=6
export IMPL_routed_via_count=116
export IMPL_first_pass_grt_wire_length_um=476
export IMPL_io_pins=4
export IMPL_overflow=0
export IMPL_synth_xor_xnor_area_share_pct=6.796
export IMPL_timing_worst_setup_path_type="register to primary output"
export IMPL_ys_cells=12
export IMPL_synthDominantAreaCellType="sky130_fd_sc_hd__dfrtp_1"
export IMPL_timing_final_crit_share_pct=94.42
export IMPL_globalplace_congestion=0.5463
export IMPL_syn_cell_area_um2=128.9
export IMPL_drtIter0Drc=4
export IMPL_worst_setup_path_end_kind="primary output"
export IMPL_clk_buf_depth=2
export IMPL_cts_root_buf="sky130_fd_sc_hd__clkbuf_4"
export IMPL_critical_path_max_fanout=2
export IMPL_proportion_of_synthesized_chip_area_in_sequential_cells_pct=58.25
export IMPL_synth_most_common_cell="sky130_fd_sc_hd__dfrtp_1"
export IMPL_drc_errors_left=0
export IMPL_cts_htree_levels=1
export IMPL_ff_type="sky130_fd_sc_hd__dfrtp_1"
export IMPL_min_delay_path_class="input pin to async pin"
==> how the worst max path moves through the flow <==
stage,from,end,depth (start not counted)
4_1_cts,D_C.q,F,3
5_1_grt,D_C.q,F,3
6_report,D_C.q,F,3
==> where the power goes <==
part / switching, mW / leakage (nW) / internal (mW) / total [mW]
Sequential: 0.00465 / 0.0369 / 0.0904 / 0.0951
Combinational: 0.0130 / 0.0526 / 0.0222 / 0.0352
Clock: 0.0412 / 0.0150 / 0.0996 / 0.141
Total: 0.0589 / 0.104 / 0.212 / 0.271
==> critical path: stages, from the launching register on <==
cell and delay (ns):
sky130_fd_sc_hd__dfrtp_1 0.35, sky130_fd_sc_hd__nor2b_2 0.15, sky130_fd_sc_hd__and2_1 0.14, sky130_fd_sc_hd__dlygate4sd2_1 0.24
==> cell type report <==
type                    instances  area (um2)  share of cell area, %
repair buffers                  5       45.04                  17.31
inverters                       1       3.754                  1.442
flip-flops and latches          3       75.07                  28.85
multi-input cells               8       52.55                  20.19
clock buffers                   4       26.28                  10.10
well taps                      46       57.56                  22.12
==> layer usage <==
layer / routed length (um) / GRT usage [%] / part of all wire, % / vias to the layer above
li1: - / - / - / 59
met1: 143 / 0.9309 / 41 / 52
met2: 150 / 1.204 / 43 / 5
met3: 50 / 1.591 / 14 / 0
met4: 0 / 0.7042 / 0 / 0
met5: 0 / 0 / 0 / -
==> cell usage in the layout, fill, tap and decap left out, drive strengths merged <==
cell type,count
o21bai,1
xnor2,1
dfrtp,3
a21oi,1
and2,1
clkdlybuf4s50,1
inv,1
a22o,1
clkdlybuf4s15,1
dlygate4sd2,1
nor2,2
nor2b,1
buf,2
clkbuf,4
==> repair_timing <==
action,CTS,global route
resized,5,0
buffers inserted,1,0
setup endpoints to repair,1,0
==> kinds of logic after synthesis <==
family	count (synthesis)
and+or+nand+nor	4
AOI/OAI and AO/OA	3
xor gates and xnor gates	1
DFF	3
buffers and inverters	1
==> flip-flops by register name, summed over array words and instances (netlist names) <==
register and cells:
D_C.q 1, D_B.q 1, D_A.q 1
Power and IR drop assume default switching activity.
